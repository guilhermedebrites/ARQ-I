$ cat flow/design.v
module RAM_1x4 (
  input wire clk,       
  input wire reset,     
  input wire write_en,  
  input wire[1:0] address, 
  input wire[3:0] data_in,  
  output wire[3:0] data_out 
);
  reg [3:0] memory [0:1];
  always @(posedge clk or posedge reset)
  begin
    if (reset) begin
      for (int i = 0; i < 2; i = i + 1) begin
        memory[i] <= 4'b0000;
      end
    end
    else if (write_en) begin
      memory[address] <= data_in;
    end
  end
  always @(posedge clk)
  begin
    data_out <= memory[address];
  end
endmodule
$ cat flow/constraint.sdc
current_design RAM_1x4

set clk_period 1.0
set clk_io_pct 0.2

create_clock -name clk0 -period $clk_period [get_ports {clk}]

set non_clock_inputs [all_inputs -no_clocks]
set_input_delay [expr $clk_period * $clk_io_pct] -clock clk0 $non_clock_inputs
set_output_delay [expr $clk_period * $clk_io_pct] -clock clk0 [all_outputs]
$ cat flow/config.mk
export PLATFORM = sky130hd
export DESIGN_NAME = RAM_1x4
export DESIGN_NICKNAME = RAM_1x4
export VERILOG_FILES = /design/flow/design.v
export SDC_FILE = /design/flow/constraint.sdc
export NUM_CORES = 4
export LEC_CHECK = 1
export CORE_AREA = 10 10 70 70
export DIE_AREA = 0 0 80 80
$ cat flow/run.sh
#!/bin/bash
# OpenROAD 26Q1-2900-gdf79404cd8, Yosys 0.63+post, stock flow scripts
make -C /OpenROAD-flow-scripts/flow DESIGN_CONFIG=/design/flow/config.mk WORK_HOME=/design/flow/orfs finish
==> flow_metrics.tcl <==
# implementation run metrics
set metrics [dict create \
    max_freq_ghz 1.061 \
    clk_path_buf_depth 2 \
    critPathKind "register to output pin" \
    drive_gt1_share_pct 56.82 \
    drt-wirelength-per-cell_um 10.32 \
    startpoint_type "register" \
    syn_area_um2 449.2 \
    crit_path_max_incr_delay_ns 0.31 \
    skew_ns 0.0009987 \
    end_kind "output pin" \
    ys_warn_count 3 \
    track_usage_pct 3.109 \
    via_per_inst 2.944 \
    cp_cell_sequence "clkdlybuf4s15_1" \
    highest_layer "met4" \
    p_per_area_nw_per_um2 1752 \
    reg2reg_slack_ns 0.23 \
    rr_worst_depth 1 \
    insertion_delay_ns 0.27 \
    cts_root_buffer "clkbuf_4" \
    cts.sinks 12 \
    min_period_ns 0.9426 \
    die_x_um 80 \
    ios 13 \
    p_leak_nw 0.2909 \
    hold_ws_ns 0.1731 \
    hold_violations 0 \
    antenna_found_initial 0 \
    syn2layout_area_growth_pct 47.35 \
    cpLargestDelayFamily "flip-flops" \
    r2r-start "memory[1][2]" \
    ys_seq_share_pct 62.40 \
    routabilityCongestion 0.7493 \
    ys_chip_area_um2 449.2 \
    outcome "finished clean" \
    grt_pass1_wl_um 1518 \
    grt_max_degree 9 \
    num_rows 21 \
    ys_types 7 \
    peakVddDrop_mv 0.9594 \
    wl_met1_um 431 \
    met2WireLength_um 318 \
    fp_util_pct 13.15 \
    dr.pass1.iters 2 \
    diodes 0 \
    slowest_stage "dfxtp_1" \
    worst_pin_slew_ns 0.3099 \
    setup_violations 0 \
    period_used_pct 94.26 \
    warning_count 26 \
    numPortBuffers 11 \
    crit_fanout 1 \
    rsz0062_at_grt "no" \
    yosys_cells 27 \
    hp-class "primary input to async pin" \
    r2r_end "data_out[2]" \
    die_h_um 80 \
    avgSynthCellArea_um2 16.64 \
    cts_tree "yes" \
    core_area_um2 3416 \
    numCtsBuffers 3 \
    report.final.slew_viol_count 0 \
    slew_headroom_pct 79.32 \
    required_ns 0.80 \
    grt_pass1_vias 296 \
    drtIter0Drc 14 \
    synthCells 27 \
    htree_levels 1 \
    drc 0 \
    synth-seq-cells 12 \
    grt-ovfl-total 0 \
    finalSetupTns_ns 0 \
    cap_violations 0 \
    met3_length_um 170 \
    holdBufCountCts 0 \
    ant_nets 0 \
    cp.arrival_ns 0.74 \
    path_clk_slew_ns 0.08 \
    vias 265 \
    wl_um 929 \
    die_area_um2 6400 \
    critPathBufInv 1 \
]
==> logic make-up after synthesis <==
group	after synthesis	synth area share, %
simple gates	2	3.344
buf+inv	1	0.8349
flops	12	62.40
mux	12	33.43
==> how the worst max path moves through the flow <==
stage,startpoint,endpoint,slack [ns],cells past startpoint
final,data_out[0],data_out[0],0.06,1
after CTS,data_out[3],data_out[3],0.01,1
after global routing,data_out[0],data_out[0],0.01,1
==> state kept, by name, summed over array words and instances, names as in the netlist <==
register,count
data_out,4
memory,8
==> routing by layer <==
layer / GRT usage, % / up-vias
li1: - / 128
met1: 4.303 / 122
met2: 3.291 / 13
met3: 2.955 / 2
met4: 0.5282 / 0
met5: 0 / -
==> placed cells by master (no fill, tap or decap) <==
cell type / instances
buf_4: 2
clkbuf_2: 3
clkbuf_4: 3
clkbuf_8: 1
clkdlybuf4s15_1: 1
clkdlybuf4s50_1: 5
dfrtp_1: 8
dfxtp_1: 2
dfxtp_2: 2
dlygate4sd2_1: 2
inv_1: 1
mux2_2: 7
mux2_4: 5
nand2_2: 1
nor2b_4: 1
==> per-stage QoR <==
step	utilization (%)	cells	instance area, µm²	worst slack, ns	power (W)
2_1_floorplan	-	27	449.2	0.1489	0.0006837
3_3_place_gp	18.50	86	631.9	-0.3927	0.0008043
3_5_place_dp	18.50	86	631.9	-0.3998	0.0008056
4_1_cts	19.78	90	675.6	0.01459	0.001190
5_1_grt	19.38	90	661.9	0.01150	0.001236
6_report	19.38	90	661.9	0.05738	0.001160
==> layout make-up <==
class / instances / area, µm²
timing repair buffer: 13 / 107.6
inverter: 1 / 3.754
sequential: 12 / 282.8
fill: 382 / 2754
tap: 46 / 57.56
clock buffer: 4 / 36.28
multi-input combinational: 14 / 173.9
==> timing repair <==
item	4_1_cts	5_1_grt
setup buffers	0	0
pin swaps	0	0
setup endpoints to repair	16	3
gates resized	13	4
hold endpoints to repair	0	0
==> synth_stat cells <==
library cell	instances	area (µm²)
nand2_2	1	6.260
mux2_2	8	90.09
inv_1	1	3.750
nor2b_2	1	8.760
dfrtp_1	8	200.2
mux2_4	4	60.06
dfxtp_1	4	80.08
==> where the power goes <==
group	leakage, nW	internal (W)	switching (W)	total (W)
registers	0.128	0.000562	0.0000309	0.000593
clock network	0.0210	0.000221	0.000164	0.000386
logic	0.142	0.000131	0.0000504	0.000181
total	0.291	0.000914	0.000246	0.00116
No activity file was given, so power comes from the tool's default toggle rates.
