[/design/flow/config.mk]
export PLATFORM = sky130hd
export DESIGN_NAME = contador_assincrono_decrescente
export DESIGN_NICKNAME = contador_assincrono_decrescente
export VERILOG_FILES = /design/flow/design.v
export SDC_FILE = /design/flow/constraint.sdc
export NUM_CORES = 4
export LEC_CHECK = 1
export CORE_AREA = 10 10 70 70
export DIE_AREA = 0 0 80 80
[/design/flow/constraint.sdc]
current_design contador_assincrono_decrescente

set clk_period 1.1
set clk_io_pct 0.2

create_clock -name clk0 -period $clk_period [get_ports {clk}]

set non_clock_inputs [all_inputs -no_clocks]
set_input_delay [expr $clk_period * $clk_io_pct] -clock clk0 $non_clock_inputs
set_output_delay [expr $clk_period * $clk_io_pct] -clock clk0 [all_outputs]
[/design/flow/design.v]
module contador_assincrono_decrescente (
  input wire clk,         
  input wire reset,     
  output wire [4:0] out  
);
  reg [4:0] contador;    
  always @(posedge clk or posedge reset) begin
    if (reset) begin
      contador <= 5'b11111; 
    end else begin
      case (contador)
        5'b00000: contador <= 5'b11111;
        default: contador <= contador - 1;
      endcase
    end
  end
  assign out = contador;
endmodule
[/design/flow/run.sh]
#!/bin/bash
# OpenROAD 26Q1-2900-gdf79404cd8, Yosys 0.63+post, stock flow scripts
make -C /OpenROAD-flow-scripts/flow DESIGN_CONFIG=/design/flow/config.mk WORK_HOME=/design/flow/orfs finish
==> flow_summary_export.csv <==
group,metric,value,unit
place,place.gp.congestion,0.6788,
sta,fin_hold_ws,0.4098,ns
global_routing,grt_overflow_total,0,
synthesis,ys_warn_count,1,
sta,hold_viol_final,0,
cts,cts_root_buf,"clkbuf_4",
synthesis,yosysChipArea,227.7,um^2
finish,layout.cells.most_common,"buf_4",
setup_path,regToRegSetupSlack,-0.11,ns
finish,largest_reg_flops,5,
cts,clock-sinks,5,
floorplan,fp.dieH,80,um
worst_hold_path,hold_class,"in2async",
route,detail-route-antenna-nets,0,
synthesis,synth_area_leader_cell,"dfstp_2",
cts,cts_buffers,3,
global_routing,antenna_found_initial,0,
setup_path,cp_slowest_stage_delay,0.52,ns
route,drc,0,
synthesis,ys_top_cells_by_area,"dfstp_2 58%, nand2b_1 8.2%, xor2_1 7.7%, inv_1 6.6%, ha_1 5.5%",
route,routedWlPerCell,7.153,um
power_and_ir_drop,leakagePower,0.0001991,uW
setup_path,crit_family,"flip-flops",
synthesis,ys.flops,5,
status,status,"finished with violations",
cts,path_clk_slew,0.05,ns
floorplan,dieArea,6400,um^2
route,vias_per_cell,2.388,
finish,reg.largest.list,"contador x5",
synthesis,syn_area,227.7,um^2
run,warnings,27,
setup_path,crit_slowest_cell,"dfstp_2",
power_and_ir_drop,total_power,410.9,uW
synthesis,syn_area_per_cell,11.39,um^2
finish,fillerInstances,392,
place,placed_area,385.4,um^2
setup_path,required,1.27,ns
setup_path,worstPathArrival,1.38,ns
sta,final_max_slew_viol_count,0,
sta,worst_pin_slew,0.2184,ns
place,io_buffers,6,
floorplan,fp_util,0.06667,
route,drtIter0Drc,1,
route,n_antenna_cell,0,
global_routing,grt_pass1_vias,195,
floorplan,fp.dieW,80,um
sta,worst_clock_skew,0.005165,ns
setup_path,path_cells,"buf_4, inv_2, ha_4, nand2b_4, a21oi_2, o22a_2",
floorplan,ios,7,
sta,fmax,826.0,MHz
synthesis,top_logic_kind,"simple AND/OR/NAND/NOR gates",
power_and_ir_drop,power_density,907.3,nW/um^2
sta,setup_viol,5,
synthesis,ys_sh_simple,0.1264,
setup_path,critPathKind,"reg2reg",
synthesis,yosys.area_share.xor_xnor,0.07692,
synthesis,mux_share,0,
sta,max_slew_margin,0.8542,
finish,top_register,"contador",
power_and_ir_drop,irDropWorstVdd,0.2889,mV
finish,syn2layout_area_growth,98.90,%
route,wl,608,um
route,first_pass_iters,2,
cts,cts_tree,"yes",
sta,min_period_over_period,1.101,
sta,fin_crit,1.211,ns
cts,clk_latency,0.25,ns
synthesis,ys_cells,20,
sta,finalWorstSetupSlack,-0.1107,ns
synthesis,netlist_instances,20,
floorplan,fp.coreArea,3416,um^2
global_routing,grt_pass1_wl,959,um
route,vias,203,
run,timing.max_cap.violations,0,
finish,fin_area,452.9,um^2
sta,rsz0062_at_grt,"yes",
synthesis,yosys.stat.seqShare,0.5769,
global_routing,track_usage,0.02044,
synthesis,adder_share,0.05495,
setup_path,path_buffers,2,
place,dp_hpwl,463,um
setup_path,critPathLaunchType,"flip-flop",
setup_path,crit_path_max_fanout,3,
floorplan,rows,21,
synthesis,ys_sh_aoi,0.09890,
cts,ctsHtreeMaxLevel,1,
finish,drive_gt1_frac,0.7949,
synthesis,top_area_frac,0.5769,
synthesis,ys_types,10,
setup_path,endpoint_kind,"flip-flop",
finish,final_layout_top_logic_cells,"8 x buf_4, 5 x dfstp_2, 5 x buf_2, 3 x clkbuf_4",
global_routing,grt_max_degree,6,
status,violations,"setup timing",
cts,clock_path_buffers,2,
==> timing repair <==
item / CTS / global route
hold buffers: 0 / 0
gates resized: 21 / 3
pin swaps: 4 / 3
setup endpoints to repair: 8 / 9
setup buffers: 3 / 1
==> metrics by stage <==
step           cells  TNS [ns]  setup WS [ns]    util
5_1_grt           85   -0.6555        -0.1396  0.1326
3_3_place_gp      77   -0.6243        -0.1276  0.1128
6_report          85   -0.3672        -0.1107  0.1326
3_5_place_dp      77   -0.6075        -0.1215  0.1128
2_1_floorplan     20         0       0.001487       -
4_1_cts           84   -0.2719        -0.1112  0.1260
==> power by group <==
part           switching (uW)  total [uW]  internal, uW  leakage, uW
Clock                    86.0         218           132    0.0000177
Sequential                  0         185           185    0.0000546
Combinational            4.29        7.61          3.33     0.000127
Total                    90.3         411           321     0.000199
==> Yosys cell counts <==
master / instances
xor2_1: 2
inv_1: 4
a21oi_1: 1
o22a_2: 1
o31ai_1: 1
dfstp_2: 5
nor2_1: 1
ha_1: 1
nand2b_1: 3
or2_1: 1
==> routing by layer <==
metal  track usage  part of all wire  routed length, um
met3       0.01932              0.11                 64
met5             0                 0                  0
met2       0.02327              0.40                242
met1       0.02616              0.47                285
met4      0.005282             0.026                 16
==> worst paths after layout <==
kind | to | from | depth (start not counted)
min in group clk0 | contador[1] | contador[0] | 4
max | contador[3] | contador[1] | 6
min | contador[1] | reset | 2
max in group asynchronous | contador[3] | reset | 2
min reg2reg | contador[1] | contador[0] | 4
max reg2reg | contador[3] | contador[1] | 6
==> worst reg2reg max path, cell delays in order, from the launching register on <==
cell      delay [ns]
dfstp_2         0.52
buf_4           0.10
inv_2           0.04
ha_4            0.16
nand2b_4        0.06
a21oi_2         0.05
o22a_2          0.20
==> kinds of logic (layout without fill, tap and decap cells) <==
kind of cell	count (synthesis)	count (layout)
xor+xnor	2	2
flops	5	5
fa+ha+maj	1	1
compound gates	3	3
buf+inv	4	23
simple gates	5	5
==> cell type report <==
class / instances / area (um^2) / area share
sequential: 5 / 131.4 / 0.2901
timing repair buffer: 15 / 106.4 / 0.2348
multi-input combinational: 11 / 112.6 / 0.2486
tap: 46 / 57.56 / 0.1271
clock buffer: 3 / 22.52 / 0.04972
inverter: 4 / 17.52 / 0.03867
clock inverter: 1 / 5.005 / 0.01105
Power and IR drop assume default switching activity.
