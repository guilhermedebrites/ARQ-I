**design/flow/run.sh**
```bash
#!/bin/bash
# OpenROAD 26Q1-2900-gdf79404cd8, Yosys 0.63+post, stock flow scripts
make -C /OpenROAD-flow-scripts/flow DESIGN_CONFIG=/design/flow/config.mk WORK_HOME=/design/flow/orfs finish
```
**design/flow/config.mk**
```make
export PLATFORM = sky130hd
export DESIGN_NAME = contador_assincrono_crescente
export DESIGN_NICKNAME = contador_assincrono_crescente
export VERILOG_FILES = /design/flow/design.v
export SDC_FILE = /design/flow/constraint.sdc
export NUM_CORES = 4
export LEC_CHECK = 1
export CORE_AREA = 10 10 70 70
export DIE_AREA = 0 0 80 80
```
**design/flow/constraint.sdc**
```tcl
current_design contador_assincrono_crescente

set clk_period 1.5
set clk_io_pct 0.2

create_clock -name clk0 -period $clk_period [get_ports {clk}]

set non_clock_inputs [all_inputs -no_clocks]
set_input_delay [expr $clk_period * $clk_io_pct] -clock clk0 $non_clock_inputs
set_output_delay [expr $clk_period * $clk_io_pct] -clock clk0 [all_outputs]
```
**design/flow/design.v**
```verilog
module contador_assincrono_crescente (
  input wire clk,         
  input wire reset,       
  output wire [4:0] out  
);
  reg [4:0] contador;     
  always @(posedge clk or posedge reset) begin
    if (reset) begin
      contador <= 5'b00000; 
    end else begin
      case (contador)
        5'b11111: contador <= 5'b00000;
        default: contador <= contador + 1;
      endcase
    end
  end
  assign out = contador;
endmodule
```
==> results.toml <==
# generated from flow reports
[finish]
synthToLayoutAreaGrowth_pct = 88.8
reg.largest.list = "contador x5"
n_fill_cell = 395
largest_register_ff_count = 5
lay_top_count = "sky130_fd_sc_hd__clkdlybuf4s50_1"
area.sequential_um2 = 126
final_layout_size_suffix_gt1_share_pct = 41.4
mi_logic_area_um2 = 98.8
layout_top_cells_excl_fill_tap = "5 x sky130_fd_sc_hd__clkdlybuf4s50_1, 4 x sky130_fd_sc_hd__dfrtp_1, 3 x sky130_fd_sc_hd__nor2_1, 3 x sky130_fd_sc_hd__clkbuf_4, 2 x sky130_fd_sc_hd__buf_4"
largest-register = "contador"

[worst_setup_path]
critPathRequiredTime_ns = 1.20
crit_path_max_incr_delay_ns = 0.52
timing.critical_path.fanout_max = 3
arrival_ns = 1.14
sort_of_element_at_the_end_of_the_critical_path = "output pin"
critical_path_cell_count = 1
crit_path_top_delay_cell = "sky130_fd_sc_hd__clkdlybuf4s50_1"
reg2reg_setup_slack_ns = 0.07
critPathLaunchType = "register"
worstReg2RegEnd = "contador[3]"
timing.rr.start = "contador[0]"
critical_path_buf_inv_count = 1
worstSetupPathType = "register to output pin"
critical_path_s_top_delay_family = "buffers and inverters"
worstPathCellList = "clkdlybuf4s50_1"
r2r.worst_path.cells = 6

[timing]
slew_viol_final = 0
slew_headroom_pct = 87.7
count_of_final_hold_check_violations = 0
worst-slew-pin-transition_ns = 0.184
finalClockPeriodUsage_pct = 95.9
min_period_ns = 1.44
setup_viol = 0
hold_slack_ns = 0.250
fmaxAchievable_mhz = 695
worst_slack_ns = 0.0608
final.setup_skew_ns = 0.00445

[synth]
logic_family = "simple AND/OR/NAND/NOR gates"
seq_area_frac_synth_pct = 58.8
ys_cells = 16
synth_cells = 16
ys_sh_aoi_pct = 0
syn_area_per_cell_um2 = 13.3
synthAdderAreaFrac_pct = 11.8
yosysChipArea_um2 = 213
yosys-mux-area-fraction_pct = 7.06
synth.distinct_cells = 9
synth-xor-area-share_pct = 4.12
synth-warning-count = 1
yosys.area_share.simple_pct = 16.5
yosys_register_bits = 5
netlist_area_um2 = 213

[global_routing]
via_count_of_the_first_global_routing_pass = 168
grt_remaining_overflow = 0
antenna_found_initial = 0
wire_length_of_the_first_global_routing_pass_um = 807
grt_max_degree = 6
all_layer_gr_usage_pct = 1.81

[power_and_ir_drop]
power.density_nw_per_um2 = 739
vdd.ir_drop.worst_v = 0.000124
static_leakage_power_uw = 0.000186

[clock_tree]
postCtsHoldBufs = 0
insertion_delay_ns = 0.25
tritoncts.num_buffers = 3
cts-root-buf = "sky130_fd_sc_hd__clkbuf_4"
ctsLongestPathBuffers = 2
cts.sink_count = 5
cts_tree = "done"
reg_clk_slew_reported_paths_ns = 0.04
cts-htree-levels = 1

[floorplanning]
core_utilization_before_placement_pct = 6.23
coreArea_um2 = 3420
fp-row-count = 21
die-width_um = 80
die_height_um = 80
dieArea_um2 = 6400
ioPinCount = 7

[drt]
finalWirelength_um = 517
drt-wirelength-per-cell_um = 6.89
route.antenna.remaining_nets = 0
dr.first_iter.drc_count = 2
via_density_per_instance = 2.15
remaining_drc_errors = 0
routed_met1_length_um = 200
detailedRoute.firstPassIterationCount = 2
detail_route.antenna_diodes = 0
detailroute.wirelength.met2_um = 134
route.vias.total = 161
detailed_routed_wire_length_on_met3_um = 172
highest_layer = "met4"

[run]
number_of_max_capacitance_violations_reported = 0
log.warning_count = 25

[worst_hold_path]
timing.hold.worst.class = "input pin to asynchronous set/reset pin"

[status]
status = "complete, no violations"

[place]
finalWeightedCongestion = 0.715
place.detailed.hpwl_um = 407
dpl_worst_slack_ns = 0.0877
numPortBuffers = 6
-- cell type report --
| class | count | area share (%) |
|---|---|---|
| flip-flops and latches | 5 | 31.5 |
| multi-input cells | 10 | 24.6 |
| repair buffers | 9 | 22.1 |
| inverters | 1 | 0.935 |
| clock buffers | 4 | 6.54 |
| well taps | 46 | 14.3 |
-- where the power goes --
| part | leakage, µW | total [µW] | internal, µW | switching, µW |
|---|---|---|---|---|
| combinational | 0.000107 | 5.10 | 2.44 | 2.66 |
| clock | 0.0000150 | 156 | 101 | 55.7 |
| sequential | 0.0000636 | 135 | 135 | 0 |
-- routing by layer --
| layer | up-vias | GRT usage, % |
|---|---|---|
| li1 | 79 | - |
| met1 | 69 | 1.75 |
| met2 | 10 | 1.61 |
| met3 | 3 | 3.30 |
| met4 | 0 | 0.528 |
| met5 | - | 0 |
-- synthesized netlist by cell type --
library cell / n / area (µm²)
sky130_fd_sc_hd__nor2b_1: 1 / 6.26
sky130_fd_sc_hd__inv_1: 1 / 3.75
sky130_fd_sc_hd__dfrtp_1: 5 / 125
sky130_fd_sc_hd__and3_2: 1 / 7.51
sky130_fd_sc_hd__nand3_2: 1 / 10.0
sky130_fd_sc_hd__mux2_4: 1 / 15.0
sky130_fd_sc_hd__nor2_1: 3 / 11.3
sky130_fd_sc_hd__ha_1: 2 / 25.0
sky130_fd_sc_hd__xnor2_1: 1 / 8.76
-- worst max-delay path by stage --
stage	from	end	slack [ns]
finish	contador[1]	out[1]	0.06
CTS	contador[0]	contador[3]	0.0006
global route	contador[0]	contador[3]	-0.006
-- through the flow --
| stage | area (µm²) | cells | utilization, % | total power [µW] | TNS, ns |
|---|---|---|---|---|---|
| global placement | 338 | 69 | 9.89 | 142 | 0 |
| global route | 402 | 75 | 11.8 | 313 | -0.00639 |
| detailed placement | 338 | 69 | 9.89 | 143 | 0 |
| finish | 402 | 75 | 11.8 | 297 | 0 |
| floorplan | 213 | 16 | - | 140 | 0 |
| CTS | 375 | 74 | 11.0 | 303 | 0 |
-- repair_timing --
item	4_1_cts	5_1_grt
gates resized	1	5
setup buffers	1	1
endpoints found under the setup margin	1	3
-- cells by family (layout without fill, tap and decap cells) --
family	Yosys count	after routing
simple gates	6	6
flops	5	5
fa+ha+maj	2	2
xor+xnor	1	1
mux	1	1
buf+inv	1	14
Power and IR drop assume default switching activity.
